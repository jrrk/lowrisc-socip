$ cat ./config.mk
export PLATFORM = sky130hd
export DESIGN_NAME = arbiter_rr
export DESIGN_NICKNAME = arbiter_rr
export VERILOG_FILES = /design/flow/design.v
export SDC_FILE = /design/flow/constraint.sdc
export NUM_CORES = 4
export LEC_CHECK = 1
export CORE_AREA = 10 10 70 70
export DIE_AREA = 0 0 80 80
$ cat ./constraint.sdc
current_design arbiter_rr

set clk_period 2.3
set clk_io_pct 0.2

create_clock -name clk0 -period $clk_period [get_ports {clk}]

set non_clock_inputs [all_inputs -no_clocks]
set_input_delay [expr $clk_period * $clk_io_pct] -clock clk0 $non_clock_inputs
set_output_delay [expr $clk_period * $clk_io_pct] -clock clk0 [all_outputs]
$ cat ./design.v
interface nasti_stream_channel #(
   N_PORT = 1,                  
   ID_WIDTH = 1,                
   DEST_WIDTH = 1,              
   USER_WIDTH = 1,              
   DATA_WIDTH = 64              
);
   logic [N_PORT-1:0]                   t_valid;
   logic [N_PORT-1:0]                   t_ready;
   logic [N_PORT-1:0][DATA_WIDTH-1:0]   t_data;
   logic [N_PORT-1:0][DATA_WIDTH/8-1:0] t_strb;
   logic [N_PORT-1:0][DATA_WIDTH/8-1:0] t_keep;
   logic [N_PORT-1:0]                   t_last;
   logic [N_PORT-1:0][ID_WIDTH-1:0]     t_id;
   logic [N_PORT-1:0][DEST_WIDTH-1:0]   t_dest;
   logic [N_PORT-1:0][USER_WIDTH-1:0]   t_user;
   modport master (
      output t_valid,
      input  t_ready,
      output t_data,
      output t_strb,
      output t_keep,
      output t_last,
      output t_id,
      output t_dest,
      output t_user
   );
   modport slave (
      input  t_valid,
      output t_ready,
      input  t_data,
      input  t_strb,
      input  t_keep,
      input  t_last,
      input  t_id,
      input  t_dest,
      input  t_user
   );
endinterface  
module arbiter_rr
  #(
    N = 2
    )
   (
    input clk, rstn,
    input [N-1:0]  req,
    output [N-1:0] gnt,
    input enable
    );
   logic [N-1:0] p;              
   logic [2*N-1:0] mask, req_ext, p_ext;
   logic           lock, locked;  
   genvar          i;
   assign mask[0] = 1'b0;
   assign req_ext = {req, req};
   assign p_ext = p;
   generate
      for(i=1; i<2*N; i++)
        assign mask[i] = (mask[i-1] && !req_ext[i-1]) || p_ext[i-1];
   endgenerate
   assign gnt = enable ? (locked ? p : req & (mask[N-1:0] | mask[2*N-1:N])) : 0;
   always_ff @(posedge clk or negedge rstn)
     if(!rstn)
       p <= 1;
     else if(!locked && |gnt)
       p <= gnt;
   always_ff @(posedge clk or negedge rstn)
     if(!rstn)
       lock <= 0;
     else if(!lock || ~|(p&req))
       lock <= |gnt;
   assign locked = lock && |(p&req);
endmodule  
$ cat ./run.sh
#!/bin/bash
# OpenROAD 26Q1-2900-gdf79404cd8, Yosys 0.63+post, stock flow scripts
make -C /OpenROAD-flow-scripts/flow DESIGN_CONFIG=/design/flow/config.mk WORK_HOME=/design/flow/orfs finish
==> GITHUB_STEP_SUMMARY <==
## Implementation flow summary

| Metric | Value |
|---|---|
| Status | completed |
| Drt total wl | ~760 um |
| Core area | 0.00342 mm2 |
| Placed cell areas | about 400 um2 |
| Synth Instances | 41 |
| Initial antenna violation count | 0 |
| EDFF count, synth | 0 |
| RSZ-0062 raised after global routing | no |
| Routed WL per cell | roughly 8 um |
| Root cell of the clock tree | clkbuf_4 |
| Startpoint Class | primary input |
| Syn Std Cell Area | ~300 um2 |
| Syn-to-layout area delta | 40.7% |
| Vias | 318 |
| Distinct cell type count after synthesis | 17 |
| Chip Area, Yosys | 304 um2 |
| Antenna diodes | 0 |
| Max VDD drop | 0.135 mV |
| Drt first pass iters | 4 |
| CTS Hold Buffers Added | 0 |
| Worst min path class | in2async |
| FF+latch area | 76.3 um2 |
| CP max FO | 2 |
| Residual DRC | 0 |
| Mean number of vias per cell | 3.31 |
| Late-Pin Clk Latency | around 0.23 ns |
| Tmin final | 2.10 ns |
| Cts bufs inserted | 3 |
| Die height | ~80 um |
| Fp_density | 0.0890 |
| Synth Seq Share | 0.251 |
| Post-Layout Cell Count | 96 |
| Crit share post-route | 0.915 |
| H-tree Lvls | 1 |
| Final Cell Area | 428 um2 |
| Max-Cap Viols | 0 |
| Port bufs | 6 |
| # IOs | 7 |
| Top achievable clock speed | roughly 480 MHz |
| Yosys Instances | approximately 40 |
| Cells along the critical path | clkdlybuf4s50_1, inv_1, a31oi_1, clkdlybuf4s50_1 |
| Lkg Pwr | 0.178 nW |
| Crit path DRT | about 1.8 ns |
| Final tally of setup violations | 0 |
| CTS Sinks | 3 |
| Final Hold Fails | 0 |
| Fraction of layout cells with a size suffix above 1 | 0.180 |
| Inst Count DP | 92 |
| Reg clk slew, reported paths | 0.04 ns |
| Comb. cell area | 158 um2 |
| FILL cells | between 400 and 500 |
| DP HPWL | 561 um |
| Tool warnings | 25 |
| Global Route Usage Sum | 0.0209 |
| Worst slew margin | 0.780 |
| Die Wd | 80 um |
| Routed Antenna Nets | 0 |
| Largest net degree at the start of global routing | 12 |
| Endpoint class of the critical path | output pin |
| Row count | 21 |
| Arrival @ worst endpoint | between 1.5 and 2 ns |
| Chip area | 0.00640 mm2 |
| Crit path max-delay cell type | clkdlybuf4s50_1 |
| CP dominant cell by count | clkdlybuf4s50_1 |
| Asr flop ratio synth | 1.00 |
| Yosys warnings | 1 |
| Global placement routability congestion | approximately 0.73 |
| Setup Skew | 0.00268 ns |
| Max-slew violations | 0 |
| Initial drt markers | 18 |
| Remaining Overflow, GRT | 0 |
| Number of global-route vias before repair | 238 |
| Crit path kind | in2out |
| First-pass GRT wire length | 1100 um |
| Worst-Margin Slew | 0.330 ns |
| Clk buf depth | 2 |
| Dominant synthesized flop cell | dfrtp_1 |
| Power after layout | 264 uW |
| PD cells | just over 600 mW/mm2 |
| Registers, synthesis | 3 |
| Avg Cell Area, Syn | 7.42 um2 |
| Crit-path max cell delay | ~0.5 ns |
| TritonCTS clock tree | done |
==> report_power, final <==
part	switching (mW)	internal, mW	leakage (nW)	total, mW
Clock	0.0306	0.0652	0.0150	0.0959
Sequential	0.0244	0.0643	0.0317	0.0888
Combinational	0.0334	0.0462	0.131	0.0797
==> cell usage after synthesis (all sizes together), types with 2 or more instances <==
master,n,area share
nand3b,2,0.049
nor2,2,0.025
o21ai,2,0.033
a31oi,3,0.062
dfrtp,2,0.16
nand2,7,0.086
a21oi,2,0.033
inv,4,0.049
nand4,2,0.041
nand3,3,0.049
o211ai,2,0.049
buf,6,0.18
==> final timing paths <==
path / start / end / slack [ns] / cells past startpoint
min reg2reg: p[0] / lock / 0.65 / 2
min: rstn / lock / 0.41 / 1
max reg2reg: lock / p[1] / 1.11 / 4
min in group clk0: p[0] / lock / 0.65 / 2
max in group asynchronous: rstn / p[0] / 1.68 / 1
max: enable / gnt[0] / 0.20 / 4
==> cells in the final DEF (no fill, tap or decap), types with 2 or more instances in the layout <==
| master | netlist | layout |
|---|---|---|
| clkbuf_4 | 0 | 3 |
| o211ai_1 | 2 | 2 |
| buf_4 | 0 | 5 |
| clkdlybuf4s50_1 | 0 | 4 |
| dlygate4sd2_1 | 0 | 2 |
| nand3_1 | 3 | 3 |
| nand4_1 | 2 | 2 |
| nand3b_1 | 2 | 2 |
| a21oi_1 | 2 | 2 |
| inv_1 | 4 | 4 |
| nor2_1 | 2 | 2 |
| a31oi_1 | 3 | 3 |
| nand2_1 | 7 | 7 |
| dfrtp_1 | 2 | 2 |
| o21ai_1 | 2 | 2 |
==> worst max-delay path, delay by kind of cell <==
family | cells | cell delay, ns
buf+inv | 3 | 1.04
compound gates | 1 | 0.14
==> metal layers <==
metal / global-route usage / part of all wire / vias up
met4: 0.00704 / 0 / 0
met1: 0.0367 / 0.51 / 139
met2: 0.0169 / 0.36 / 16
li1: - / - / 163
met3: 0.0114 / 0.13 / 0
met5: 0 / 0 / -
==> through the flow <==
| step | worst slack, ns | hold WS [ns] | utilization | TNS, ns |
|---|---|---|---|---|
| floorplan | 0.956 | 0.164 | - | 0 |
| global placement | -0.00942 | 0.611 | 0.118 | -0.00942 |
| detailed placement | 0.00937 | 0.631 | 0.118 | 0 |
| CTS | 0.168 | 0.398 | 0.125 | 0 |
| global route | 0.0670 | 0.419 | 0.125 | 0 |
| finish | 0.196 | 0.405 | 0.125 | 0 |
==> flip-flops by register name, indices dropped and copies added (netlist names) <==
register  count
lock          1
p             2
==> repair_timing <==
action,in CTS,in global routing
hold endpoints to repair,0,0
endpoints found under the setup margin,2,0
setup buffers,0,0
resized,2,0
==> logic make-up after synthesis <==
kind of cell | Yosys count | share of synthesized area
flip-flops | 3 | 0.251
AND/OR/NAND/NOR | 16 | 0.251
AND-OR/OR-AND | 12 | 0.267
buffers and inverters | 10 | 0.230
==> area by class of cell <==
class,count,share of cell area
flip-flops and latches,3,0.178
multi-input cells,28,0.368
inverters,4,0.0351
clock buffers,4,0.0614
well taps,46,0.135
repair buffers,11,0.222
Power is estimated from default activity; no workload was simulated.
